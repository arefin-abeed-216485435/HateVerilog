## flow/config.mk

```make
export PLATFORM = sky130hd
export DESIGN_NAME = Ball
export DESIGN_NICKNAME = Ball
export VERILOG_FILES = /design/flow/design.v
export SDC_FILE = /design/flow/constraint.sdc
export NUM_CORES = 4
export LEC_CHECK = 1
export CORE_UTILIZATION = 30
```

## flow/design.v

```verilog
module Ball(
        	input clk,clk_1ms,reset,
        	input [9:0] x, y,
        	output ball_on,
        	output [11:0] rgb_ball,
        	input [9:0] x_pdl1, x_pdl2, y_pdl1, y_pdl2,
        	output reg [3:0]  p1_scr, p2_scr,
        	input [1:0] stateGm
        	);
        	integer dx = 1, dy = 1;
        	reg [9:0] x_ball, y_ball;
        	always @ (posedge clk_1ms)
        	begin
                    	if(!reset)
                    	begin
                                	x_ball <= 640/2;
                                	y_ball <= 480/2;
                                	p1_scr <= 0;
                                	p2_scr <= 0;   
                    	end
                    	else if (stateGm == 2'b01)
                    	begin
                                	if ((y_ball == (16/2)+1) || (y_ball == (480-(16/2)-1)))
                                            	dy = dy*-1;
                                	if ((x_ball > (x_pdl2-16/2) && y_ball > (y_pdl2 - 80/2) && y_ball < (y_pdl2 + 80/2))
                                	|| (x_ball < (x_pdl1+16/2) && y_ball > (y_pdl1 - 80/2) && y_ball < (y_pdl1 + 80/2)))
                                            	dx = dx*-1;
                                	if (x_ball == (640 -16/2))
                                	begin
                                            	x_ball <= 640/2;
                                            	y_ball <= 480/2;
                                            	dy = dy*-1;
                                            	dx = dx*-1;
                                            	p1_scr <= p1_scr+1;
                                	end
                                	else if (x_ball == 0)
                                	begin
                                            	x_ball <= 640/2;
                                            	y_ball <= 480/2;
                                            	dy = dy*-1;
                                            	dx = dx*-1;
                                            	p2_scr <= p2_scr+1;
                                	end
                                	else
                                	begin
                                            	x_ball <= x_ball + dx;
                                            	y_ball <= y_ball + dy; 
                                	end
                    	end
                    	else
                    	begin
                                	x_ball <= x_ball;
                                	y_ball <= y_ball;
                    	end     
        	end
        	assign ball_on = (x >= x_ball-(16/2) && x <= x_ball+(16/2) && y >= y_ball-(16/2) && y <= y_ball+(16/2))?1:0;
        	assign rgb_ball = 12'b000011111111;
endmodule
```

## flow/constraint.sdc

```tcl
current_design Ball

set clk_period 6.8
set clk_io_pct 0.2

create_clock -name clk0 -period $clk_period [get_ports {clk_1ms}]

set non_clock_inputs [all_inputs -no_clocks]
set_input_delay [expr $clk_period * $clk_io_pct] -clock clk0 $non_clock_inputs
set_output_delay [expr $clk_period * $clk_io_pct] -clock clk0 [all_outputs]
```

## flow/run.sh

```bash
#!/bin/bash
# OpenROAD 26Q1-2900-gdf79404cd8, Yosys 0.63+post, stock flow scripts
make -C /OpenROAD-flow-scripts/flow DESIGN_CONFIG=/design/flow/config.mk WORK_HOME=/design/flow/orfs finish
```

==> GITHUB_STEP_SUMMARY <==
## Synthesis and layout report

| Metric | Value |
|---|---|
| Global placer's final weighted congestion | `0.837` |
| Fmax | `165 MHz` |
| CTS tree | `built` |
| Via count | `4635` |
| Routing usage on met2 | `22.9%` |
| # diodes | `0` |
| Ports | `86` |
| Post-Route WL | `13100 um` |
| Filler Cells Inserted | `1870` |
| Unrepaired setup endpoints after global routing | `no` |
| Top cell area share | `24.3%` |
| Top area cell types | `ha_1 24%, xnor2_1 10%, dfxtp_1 9.8%` |
| Total CTS buffers | `5` |
| Synth top cells by count | `111 x ha_1, 66 x xnor2_1, 44 x inv_1` |
| Final setup fails | `0` |
| Initial DRC count | `168` |
| Row cnt | `50` |
| Share of cells above drive strength 1 | `4.38%` |
| Pre-Place Util | `30.6%` |
| Post-CTS Resized | `0` |
| Post-synth ARST share | `0%` |
| Drt first pass iters | `4` |
| First-pass GRT wire length | `21200 um` |
| Relative slew slack | `51.7%` |
| IO Port Bufs | `72` |
| DRC | `0` |
| Crit path kind | `input pin to flip-flop` |
| Max Root-Sink Buffers | `2` |
| Worst-case clock skew | `0.00692 ns` |
| Vias in the first global route | `4265` |
| Clock-pin slew on the worst setup and hold paths | `0.07 ns` |
| Post-DRT Antenna Nets | `0` |
| Leakage power | `2.81 nW` |
| Post-synth regs | `46` |
| Worst-Margin Slew | `0.724 ns` |
| Late-Pin Clk Latency | `0.29 ns` |
| Grt met3 use | `1.64%` |
| Final Cycle Share | `88.9%` |
| Final instance area | `6770 um^2` |
| GRT met1 Usage | `19.3%` |
| TritonCTS sink count | `46` |
| Final min period | `6.05 ns` |
| GR Util All Layers | `13.6%` |
| Area Overhead vs Synth | `18.2%` |
| Max-cap violations | `0` |
| H-tree depth | `2` |
| WL/cell | `13.5 um` |
| Worst hold path type | `flip-flop to flip-flop` |
| Main flop type | `dfxtp_1` |
| Initial antenna violation count | `0` |
| Hold WS | `0.509 ns` |
| Cells in synth_stat.txt | `672` |
| Synth top cell by count | `ha_1` |
| Flip-flops with a built-in enable | `18` |
| Core outline area | `18700 um^2` |
| Largest net degree at the start of global routing | `24` |
| Req. time, crit path | `7.02 ns` |
| Crit start category | `input pin` |
| Register share after synthesis | `19.2%` |
| Max-slew violation count | `0` |
| Synth warn | `1` |
| Setup TNS | `0 ns` |
| DPL Wire Length | `10400 um` |
| Hold Buf Count CTS | `0` |
| Stage-log warning count | `30` |
| Placed Area | `6630 um^2` |
| Total gr overflow | `0` |
| Die Span Y | `140 um` |
| Total setup buffers inserted after CTS | `0` |
| Mapped Area | `5730 um^2` |
| Synth unique cells | `66` |
| Critical path fanouts, max | `5` |
| Die width | `140 um` |
| Final hold violation count | `0` |
| Root buffer cell | `clkbuf_16` |
| Avg Cell Area, Syn | `8.52 um^2` |
| Worst vdd ir | `0.111 mV` |
| Via/cell ratio | `4.80` |
| Outcome | `finished, final reports clean` |
| Post-synth top area cell | `ha_1` |
| Chip area | `19600 um^2` |
| Critical path data arrival time | `6.27 ns` |
| Mapped Cells | `672` |
| Type of destination of the critical path | `flip-flop` |
| Yosys Chip Area | `5730 um^2` |
| Power per Cell Area | `194 nW/um^2` |
| Grt peak-use layer | `met2` |
[final cells by class]
class                           instances  area, um^2  share of cell area, %
Clock buffer                            6         129                   1.90
Clock inverter                          2        12.5                  0.185
Inverter                               44         165                   2.44
Multi-Input combinational cell        552        4280                   63.2
Sequential cell                        46        1100                   16.3
Tap cell                              234         293                   4.32
Timing Repair Buffer                   81         788                   11.6
[critical path, cell delays in order]
cell             delay (ns)
clkdlybuf4s50_1        0.59
inv_1                  0.07
ha_1                   0.20
nor2b_1                0.15
nor4_1                 0.07
xnor2_1                0.14
ha_1                   0.32
o21a_1                 0.14
o22ai_1                0.08
nor3_2                 0.19
o211ai_2               0.13
nor4_4                 0.31
nor2_2                 0.15
xnor2_1                0.37
ha_1                   0.31
a21oi_1                0.18
o21ai_0                0.10
a21oi_1                0.24
o21bai_1               0.09
a21o_1                 0.20
a31o_2                 0.25
a21o_1                 0.16
a211o_1                0.28
a31oi_1                0.15
[flip-flops by register name, summed over array words and instances, names as in the netlist]
signal / count
y_ball: 10
x_ball: 10
p1_scr: 4
dy: 9
dx: 9
p2_scr: 4
[kinds of logic (layout without fill, tap and decap cells)]
kind of cell / count (synthesis) / count (layout) / share of synthesized area [%]
other: 2 / 12 / 0.131
and+or+nand+nor: 179 / 179 / 16.0
xor gates and xnor gates: 103 / 103 / 15.8
adders and majority gates: 113 / 113 / 25.0
muxes: 2 / 2 / 0.350
buffers and inverters: 84 / 133 / 6.71
DFF: 46 / 46 / 19.2
AOI/OAI and AO/OA: 143 / 143 / 16.9
[layout by cell type (no fill, tap or decap), types with 3 or more instances in the layout]
cell type / n
and3_1: 8
o2111ai_1: 3
nand2b_1: 7
nand2_1: 39
buf_4: 9
clkdlybuf4s50_1: 72
dfxtp_1: 28
nor4_1: 10
nor2_1: 39
o22ai_1: 7
a21oi_1: 40
nand3_1: 25
inv_1: 44
xnor2_1: 66
a22oi_1: 4
a211o_1: 3
a211oi_1: 4
edfxtp_1: 18
o211ai_1: 3
nor3_1: 14
nand4_1: 14
xor2_1: 37
o21ai_0: 23
nor2b_1: 10
o21bai_1: 5
conb_1: 12
ha_1: 111
o21a_1: 9
a21o_1: 15
clkbuf_16: 5
[metrics by stage]
| stage | cells | power (mW) | setup WS, ns | util (%) |
|---|---|---|---|---|
| after CTS | 965 | 1.33 | 0.720 | 36.2 |
| after detailed placement | 957 | 1.09 | 0.461 | 35.4 |
| after global routing | 965 | 1.44 | 0.381 | 36.2 |
| final | 965 | 1.32 | 0.752 | 36.2 |
| after global placement | 957 | 1.08 | 0.450 | 35.4 |
| after floorplan | 682 | 0.904 | 1.36 | - |
[worst paths after layout]
path | start | end | slack (ns) | depth (start not counted)
max reg2reg | y_ball[5] | x_ball[9] | 2.22 | 18
min reg2reg | y_ball[0] | y_ball[0] | 0.51 | 2
max | y_pdl2[4] | x_ball[9] | 0.75 | 24
min | y_ball[0] | y_ball[0] | 0.51 | 2
[report_power, final]
| part | total, mW | switching [mW] | internal, mW |
|---|---|---|---|
| combinational | 0.693 | 0.346 | 0.347 |
| clock | 0.240 | 0.103 | 0.137 |
| sequential | 0.382 | 0.0633 | 0.319 |
[metal layers]
metal	vias to the layer above	routed length, um
li1	2499	-
met1	2045	6330
met2	82	6100
met3	9	481
met4	0	167
met5	-	0
Power figures rest on the tool's default switching activity, not on a simulated workload.
