==> flow/design.v <==
module DispVGA(
        	input clk, reset,
        	input [9:0] x, y, 
        	input video,
        	output [11:0]redgrnblu,
        	input clk_1ms,
        	input pdl1_on, pdl2_on, ball_on,
        	input [11:0]redgrnblu_pdl1, redgrnblu_pdl2, redgrnblu_ball,
        	input [1:0] stateGm
        	);
        	reg [11:0] redgrnblu_reg;
        	always @(posedge clk)
        	begin
        	if (!reset)
                    	redgrnblu_reg <= 0;
        	else
                    	begin
                    		if (stateGm == 2'b10)
                    		begin
                                            	redgrnblu_reg <= redgrnblu_pdl1;
                                	end
                                	else if (stateGm == 2'b01)
                                	begin
                                            	if (pdl2_on)
                                                        	redgrnblu_reg <= redgrnblu_pdl2;
                                            	else if (pdl1_on)
                                                        	redgrnblu_reg <= redgrnblu_pdl1;
                                            	else if (ball_on)
                                                        	redgrnblu_reg <= redgrnblu_ball;
                                            	else
                                                        	redgrnblu_reg <= 12'b111111111111;
                                	end
                                	else if (stateGm == 2'b11)
                                            	redgrnblu_reg <= redgrnblu_pdl2;
                                	else redgrnblu_reg <= 0;
                    	end
        	end
        	assign redgrnblu = (video) ? redgrnblu_reg : 8'b0;
endmodule
==> flow/run.sh <==
#!/bin/bash
# OpenROAD 26Q1-2900-gdf79404cd8, Yosys 0.63+post, stock flow scripts
make -C /OpenROAD-flow-scripts/flow DESIGN_CONFIG=/design/flow/config.mk WORK_HOME=/design/flow/orfs finish
==> flow/config.mk <==
export PLATFORM = sky130hd
export DESIGN_NAME = DispVGA
export DESIGN_NICKNAME = DispVGA
export VERILOG_FILES = /design/flow/design.v
export SDC_FILE = /design/flow/constraint.sdc
export NUM_CORES = 4
export LEC_CHECK = 1
export CORE_AREA = 10 10 75 75
export DIE_AREA = 0 0 85 85
==> flow/constraint.sdc <==
current_design DispVGA

set clk_period 2.4
set clk_io_pct 0.2

create_clock -name clk0 -period $clk_period [get_ports {clk}]

set non_clock_inputs [all_inputs -no_clocks]
set_input_delay [expr $clk_period * $clk_io_pct] -clock clk0 $non_clock_inputs
set_output_delay [expr $clk_period * $clk_io_pct] -clock clk0 [all_outputs]
==> results.txt <==
status: complete, no violations
Clock power frac: 33.5%
Critical Path Most Common Cell: clkdlybuf4s50_1
CP max-delay cell: clkdlybuf4s50_1
Worst Path Buf+Inv: 2
Final setup viols: 0
share of cells above drive strength 1: 20.00%
Worst Max-Slew Pin Slew: 617.6 ps
core footprint: 4058 µm²
switching power: 0.0001425 W
yosys synthesis chip area: 963.4 µm²
initial antenna violation count: 0
Top Layout Cells: 55 x clkdlybuf4s50_1, 20 x o221ai_2, 14 x nand2_1
Top-area cell share: 31.17%
drc violations: 0
Total Wirelength: 3046 µm
Port Buffer Count: 55
Tool Warnings: 46
M3 GR Usage: 1.927%
die height: 85 µm
wire per inst: 15.62 µm
Worst Hold Depth: 3
dominant logic cell type in the layout: clkdlybuf4s50_1
crit path DAT: 1740 ps
Multi-input gate area: 624.3 µm²
worst-path maximum fanout: 12
worst hold path class: in2reg
RSZ-0062 raised after global routing: false
Max transition margin: 58.73%
ys flop type: dfxtp_1
final worst path period need: 2219 ps
critical path class: in2out
Root Buffer: clkbuf_8
# IOs: 77
setup bufs post-CTS: 0
DRT iter0 DRCs: 21
clk buf depth: 2
Synth Warn #: 1
crit start category: primary input
syn avg cell area: 10.59 µm²
family with the most delay on the worst path: buffers and inverters
TritonCTS clock tree: yes
busiest grt layer: met2
H-tree depth: 1
CTS clk-pin slew, worst paths: 50 ps
HPWL Detailed: 2667 µm
# rows: 23
Registers, synthesis: 12
crit-path max cell delay: 620 ps
max-slew violations: 0
sequential cell area: 240.2 µm²
First-pass DRT Iterations: 4
GR Util met2: 14.58%
VDD IR max: 0.1287 mV
max-cap check violation count: 0
cell type with the largest total area: o221ai_2
fillers: 402
Worst Setup End Kind: output port
Seq share, synth: 24.94%
net switching share of the total power: 22.94%
gp weighted congestion: 0.7872
number of enable flip-flop cells: 0
Sink Count: 12
Pre-Place Util: 23.74%
vias in the first global route: 979
grt met1 use: 9.091%
Hold Startpoint: redgrnblu_ball[6]
top cells by area: o221ai_2 31%, dfxtp_1 25%, mux2i_1 11%
Max Fclk: 450.6 MHz
fin crit share: 92.48%
Pwr per Cell Area: 395.5 nW/µm²
max reg flops: 12
Total GRT Usage: 7.913%
ant diodes: 0
global route overflow: 0
CP required: 1920 ps
yosys cell count: 91
first-pass GRT wire length: 4767 µm
worst path cell trace: clkdlybuf4s50_1 > and2_1 > clkdlybuf4s50_1
critical path depth: 3
CTS Buf Count: 3
antenna viol nets, final: 0
synthesized area: 963.4 µm²
pin count of the biggest net entering global routing: 13
Int Power: 0.0004785 W
Worst Setup Slack, final: 180.5 ps
share of total power in combinational logic: 31.3%
synth-to-layout area growth: 62.99%
dpl ws: 148.8 ps
Synth async-reset ratio: 0%
sequential share of power: 35.3%
hold buffers post-CTS: 0
via/cell ratio: 4.605
P_leak: 0.5665 nW
PostCTS Resize Cnt: 0
Synth cell types: 22
die area: 7225 µm²
Synth Instances: 91
die width: 85 µm
Final Hold Fails: 0
Sum Neg Setup Slack: 0 ps
via count: 898
Setup crit start: video
==> final timing paths <==
path                                      end  slack (ps)
setup / recovery                 redgrnblu[2]         180
hold / removal    redgrnblu_reg[6]$_SDFF_PN0_         900
==> power groups by stage <==
stage                 Combinational, W  Clock (W)  Sequential (W)
after CTS                     0.000197   0.000213        0.000219
after global routing          0.000211   0.000227        0.000221
final                         0.000194   0.000208        0.000219
==> kinds of logic after synthesis <==
logic type | share of synthesized area [%]
AND-OR/OR-AND | 35.97
buffers and inverters | 10.26
flip-flops | 24.94
multiplexers | 11.43
AND/OR/NAND/NOR | 17.40
==> stage by stage <==
step / hold slack, ps / instances / util [%] / area (µm²) / power (W)
after floorplan: 635.5 / 91 / - / 963.4 / 0.0003083
final: 897.1 / 195 / 38.70 / 1570 / 0.0006210
after CTS: 895.5 / 195 / 38.70 / 1570 / 0.0006295
after global routing: 906.8 / 195 / 38.70 / 1570 / 0.0006587
after global placement: 1141 / 191 / 37.34 / 1515 / 0.0004162
after detailed placement: 1140 / 191 / 37.34 / 1515 / 0.0004196
==> layer usage <==
layer	wire length (µm)	share of wire (%)
met2	1644	54
met3	199	6.5
met5	0	0
met1	1172	38
met4	29	0.95
==> tightest hold or removal path, cell delays in order <==
cell and delay (ps):
clkdlybuf4s50_1 470, o221ai_2 90, o221ai_2 60
==> cell usage after synthesis (2+ instances only) <==
| library cell | number |
|---|---|
| and2_1 | 12 |
| buf_12 | 2 |
| buf_2 | 3 |
| dfxtp_1 | 12 |
| inv_1 | 2 |
| mux2i_1 | 11 |
| nand2_1 | 14 |
| o221ai_1 | 2 |
| o221ai_2 | 20 |
==> final cells by class <==
cell class | count | area share [%]
multi-input combinational | 68 | 39.76
timing repair buffer | 59 | 36.97
sequential | 12 | 15.30
tap | 50 | 3.984
clock buffer | 4 | 3.506
inverter | 2 | 0.4781
No activity file was given, so power comes from the tool's default toggle rates.
